==> flow/design.v <==
`timescale  1ns / 1ps
module dff #(
    parameter WIDTH = 1,
    parameter WITH_RST = 0,
    parameter RST_VALUE = 0
) (
    input clk,
    input rst_n,
    input [WIDTH-1:0] D,
    output reg [WIDTH-1:0] Q=0,
    output [WIDTH-1:0] Qn
);
    generate
        if (WITH_RST) begin 
            always @(posedge clk or negedge rst_n) begin
                if (!rst_n) begin
                    Q <= {WIDTH{RST_VALUE[0]}};
                end else begin
                    Q <= D;
                end
            end
        end else begin
            always @(posedge clk) begin
                Q <= D;
            end
        end
    endgenerate
    assign Qn = ~Q;
endmodule
`timescale  1ns / 1ps
module ncl #(
    parameter OUT_REG = 1  
)(
    input clk,              
    input rst_n,            
    input y1_i,
    input y2_i,
    input y3_i,
    output [3:0] y_o
);
    wire signed [2:0] c1;
    wire signed [3:0] c2;
    wire signed [0:0] c0_reg;
    wire signed [2:0] c1_reg; 
    wire signed [3:0] c2_reg;
    assign c1 = y2_i + y3_i - c0_reg;
    assign c2 = y1_i + {c1[2], c1} - {c1_reg[2], c1_reg};  
    dff #(
        .WIDTH     ( 1 ),
        .WITH_RST  ( 0 ),
        .RST_VALUE ( 0 ))
    u0_dff (
        .clk                     ( clk    ),
        .rst_n                   ( rst_n  ),
        .D                       ( y3_i   ),
        .Q                       ( c0_reg ),
        .Qn                      (        )
    );
    dff #(
        .WIDTH     ( 3 ),
        .WITH_RST  ( 0 ),
        .RST_VALUE ( 0 ))
    u1_dff (
        .clk                     ( clk    ),
        .rst_n                   ( rst_n  ),
        .D                       ( c1     ),
        .Q                       ( c1_reg ),
        .Qn                      (        )
    );
    dff #(
        .WIDTH     ( 4 ),
        .WITH_RST  ( 0 ),
        .RST_VALUE ( 0 ))
    u2_dff (
        .clk                     ( clk    ),
        .rst_n                   ( rst_n  ),
        .D                       ( c2     ),
        .Q                       ( c2_reg ),
        .Qn                      (        )
    );
    generate
        if (OUT_REG) begin
            assign y_o = c2_reg;
        end else begin
            assign y_o = c2;
        end
    endgenerate
endmodule
`timescale  1ns / 1ps
module sp_efm #(
    parameter WIDTH = 9,   
    parameter OUT_REG = 0  
) (
    input clk,              
    input rst_n,            
    input [WIDTH-1:0] x_i,  
    input y_i,
    output y_o,             
    output [WIDTH-1:0] e_o  
);
    wire [WIDTH:0] sum;
    reg [WIDTH:0] sum_r;
    assign sum = x_i + y_i + sum_r[WIDTH-1:0];
    always @(posedge clk or negedge rst_n) begin
        if (!rst_n) begin
            sum_r <= 'b0;
        end else begin
            sum_r <= sum;
        end
    end
    generate
        if (OUT_REG) begin
            assign e_o = sum_r[WIDTH-1:0];
            assign y_o = sum_r[WIDTH];
        end else begin
            assign e_o = sum[WIDTH-1:0];
            assign y_o = sum[WIDTH];
        end
    endgenerate
endmodule
`timescale  1ns / 1ps
module sp_mash111 #(
    parameter WIDTH = 9,   
    parameter OUT_REG = 1  
) (
    input clk,              
    input rst_n,            
    input [WIDTH-1:0] x_i,  
    output [3:0] y_o,       
    output [WIDTH-1:0] e_o  
);
    wire [WIDTH-1:0] x_i_1;
    wire [WIDTH-1:0] e_o_1;
    wire y_o_1;
    wire [WIDTH-1:0] x_i_2;
    wire [WIDTH-1:0] e_o_2;
    wire y_o_2;
    wire [WIDTH-1:0] x_i_3;
    wire [WIDTH-1:0] e_o_3;
    wire y_o_3;
    wire y1_i;
    wire y2_i;
    wire y3_i;
    assign x_i_1 = x_i;
    assign x_i_2 = {e_o_1, 4'b0};
    assign x_i_3 = e_o_2;
    assign e_o = e_o_3;
    sp_efm #(
        .WIDTH ( 5 ),
        .OUT_REG ( OUT_REG  ))
    u_sp_efm_1 (
        .clk                     ( clk     ),
        .rst_n                   ( rst_n   ),
        .x_i                     ( x_i_1   ),
        .y_i                     ( 1'b0    ),
        .y_o                     ( y_o_1   ),
        .e_o                     ( e_o_1   )
    );
    sp_efm #(
        .WIDTH ( WIDTH ),
        .OUT_REG( OUT_REG ))
    u_sp_efm_2 (
        .clk                     ( clk     ),
        .rst_n                   ( rst_n   ),
        .x_i                     ( x_i_2   ),
        .y_i                     ( y_o_1   ),
        .y_o                     ( y_o_2   ),
        .e_o                     ( e_o_2   )
    );
    sp_efm #(
        .WIDTH ( WIDTH ),
        .OUT_REG( OUT_REG ))
    u_sp_efm_3 (
        .clk                     ( clk     ),
        .rst_n                   ( rst_n   ),
        .x_i                     ( x_i_3   ),
        .y_i                     ( y_o_2   ),
        .y_o                     ( y_o_3   ),
        .e_o                     ( e_o_3   )
    );
    ncl #(
        .OUT_REG ( 1 ))
    u_ncl (
        .clk                     ( clk     ),
        .rst_n                   ( rst_n   ),
        .y1_i                    ( y1_i    ),
        .y2_i                    ( y2_i    ),
        .y3_i                    ( y3_i    ),
        .y_o                     ( y_o     )
    );
    generate
        if (OUT_REG) begin
            wire y1_reg_0;
            wire y1_reg_1;
            wire y2_reg_0;
            dff #(
                .WIDTH     ( 1 ),
                .WITH_RST  ( 0 ),
                .RST_VALUE ( 0 ))
            u0_dff (
                .clk                     ( clk    ),
                .rst_n                   ( rst_n  ),
                .D                       ( y_o_1   ),
                .Q                       ( y1_reg_0 )
            );
            dff #(
                .WIDTH     ( 1 ),
                .WITH_RST  ( 0 ),
                .RST_VALUE ( 0 ))
            u1_dff (
                .clk                     ( clk    ),
                .rst_n                   ( rst_n  ),
                .D                       ( y1_reg_0   ),
                .Q                       ( y1_reg_1 )
            );
            dff #(
                .WIDTH     ( 1 ),
                .WITH_RST  ( 0 ),
                .RST_VALUE ( 0 ))
            u2_dff (
                .clk                     ( clk    ),
                .rst_n                   ( rst_n  ),
                .D                       ( y_o_2   ),
                .Q                       ( y2_reg_0 )
            );
            assign y1_i = y1_reg_1;
            assign y2_i = y2_reg_0;
            assign y3_i = y_o_3;
        end else begin
            assign y1_i = y_o_1;
            assign y2_i = y_o_2;
            assign y3_i = y_o_3;
        end
    endgenerate
endmodule
==> flow/config.mk <==
export PLATFORM = sky130hd
export DESIGN_NAME = sp_mash111
export DESIGN_NICKNAME = sp_mash111
export VERILOG_FILES = /design/flow/design.v
export SDC_FILE = /design/flow/constraint.sdc
export NUM_CORES = 4
export LEC_CHECK = 1
export CORE_UTILIZATION = 40
==> flow/run.sh <==
#!/bin/bash
# OpenROAD 26Q1-2900-gdf79404cd8, Yosys 0.63+post, stock flow scripts
make -C /OpenROAD-flow-scripts/flow DESIGN_CONFIG=/design/flow/config.mk WORK_HOME=/design/flow/orfs finish
==> flow/constraint.sdc <==
current_design sp_mash111

set clk_period 3.1
set clk_io_pct 0.2

create_clock -name clk0 -period $clk_period [get_ports {clk}]

set non_clock_inputs [all_inputs -no_clocks]
set_input_delay [expr $clk_period * $clk_io_pct] -clock clk0 $non_clock_inputs
set_output_delay [expr $clk_period * $clk_io_pct] -clock clk0 [all_outputs]
==> results.py <==
# Metrics from the implementation run
metrics = {
    "timing": {
        "fin_worst_skew_ns": 0.00585,
        "fin_crit_sh_pct": 75.9,
        "setup_viol": 0,
        "setup_slack_ns": 0.747,
        "rsz0062_at_grt": "false",
        "worst_slew_pin_slew_ns": 0.347,
        "max_slew_margin_pct": 76.7,
        "tns_ns": 0,
        "slew_violations": 0,
        "post-route-min-period_ns": 2.35,
        "finalHoldViolCount": 0,
        "fmax_mhz": 425,
    },
    "grt": {
        "grt_pass1_wl_mm": 5.41,
        "grt_max_degree": 27,
        "grt_overflow": 0,
        "grt_pass1_vias": 1186,
        "grtUsageTotal_pct": 13.8,
        "antenna_found_initial": 0,
    },
    "floorplan": {
        "dieArea_mm2": 0.00508,
        "fp_util_pct": 42.9,
        "core-area_mm2": 0.00447,
        "io-pin-count": 24,
        "dieWidth_um": 71.3,
        "placement_rows": 24,
        "die_height_um": 71.3,
    },
    "setup_path": {
        "path_cells": "ha_1 -> inv_1 -> ha_1 -> ha_1 -> inv_1 -> ha_1 -> ha_1 -> a21o_1 -> a21oi_1 -> xor2_1",
        "crit_buf_inv": 2,
        "cp_common_cell": "ha_1",
        "arrival_ns": 2.57,
        "worst_setup_path_end_kind": "register",
        "crit_family": "adder cells",
        "critPathMaxFanout": 2,
        "critPathLaunchType": "register",
        "crit_slowest_cell": "dfrtp_1",
        "critPathMaxStageDelay_ns": 0.38,
        "worst-setup-path-type": "register to register",
        "worstPathRequired_ns": 3.32,
    },
    "clock_network": {
        "post-cts-setup-buffer-count": 0,
        "cts.clk_slew.worst_paths_ns": 0.07,
        "cts_root_buffer": "clkbuf_8",
        "htree_levels": 2,
        "cts_buffers": 5,
        "cts.sinks": 37,
        "clock_latency_ns": 0.29,
        "postCtsHoldBufs": 0,
        "cts_tree": "yes",
        "ctsResizeCount": 0,
        "clockBufferDepth": 2,
    },
    "synth": {
        "async_flop_share_pct": 70.3,
        "common_cells": "ha_1 (29), dfrtp_1 (26), a21oi_1 (15), inv_1 (15)",
        "top_cell_area_share_pct": 33.9,
        "syn_inst": 168,
        "ys_ff": 37,
        "yosysWarnings": 7,
        "ys.flop_type": "dfrtp_1",
        "yosys-top-cells-area": "dfrtp_1 (34%), ha_1 (19%), dfxtp_1 (11%)",
        "yosysChipArea_mm2": 0.00192,
        "synth_top_cell_by_count": "ha_1",
        "syn_avg_cell_area_um2": 11.4,
        "edf_count": 0,
        "yosysTopAreaCell": "dfrtp_1",
        "ys_cells": 168,
        "yosysSeqAreaShare_pct": 45.4,
        "ys_types": 28,
        "syn-cell-area_mm2": 0.00192,
    },
    "cells_and_area": {
        "drive_above_1_share_pct": 6.12,
        "final_util_pct": 50.9,
        "syn2layout_area_growth_pct": 18.7,
    },
    "detailed_routing": {
        "vias": 1287,
        "route.detailed.drc": 0,
        "drt_iter0_markers": 42,
        "wl_per_cell_um": 12.4,
        "antenna_left": 0,
        "antennaDiodeCount": 0,
        "drt-pass1-iter-count": 21,
        "wl_mm": 3.06,
        "post_drt_via_cell_ratio": 5.19,
    },
    "placement": {
        "gp_congestion": 0.804,
        "place_hpwl_mm": 2.40,
        "port_buffers": 19,
        "dp_worst_setup_slack_ns": 0.740,
    },
    "job": {
        "cap_violations": 0,
        "tool_warnings": 29,
    },
    "min_path": {
        "hp-class": "register to register",
    },
    "run_status": {
        "status": "complete, no violations",
    },
}
[placed cells by master, fill, tap and decap left out, drive strengths merged, types with 3 or more instances in the layout]
master	count
ha	29
dfrtp	26
clkdlybuf4s50	19
inv	15
a21oi	15
xnor2	11
dfxtp	11
nor2	7
nand3	7
clkbuf	6
o21ai	5
a21o	5
xor2	5
nand2	5
nand3b	4
fa	4
o21a	3
nand4	3
[kinds of logic after synthesis]
| logic type | after synthesis | share of synthesized area, % |
|---|---|---|
| AND/OR/NAND/NOR | 30 | 8.21 |
| XOR/XNOR | 16 | 7.30 |
| buffers and inverters | 15 | 2.93 |
| adder cells (fa/ha/maj) | 33 | 23.1 |
| flip-flops | 37 | 45.4 |
| AND-OR/OR-AND | 37 | 13.1 |
[layer usage]
metal / GRT usage (%) / share of wire, % / up-vias
met5: 0 / 0 / -
met4: 2.00 / 1.6 / 0
met3: 2.43 / 3.5 / 8
met2: 19.7 / 45 / 21
met1: 23.6 / 50 / 605
li1: - / - / 653
[metrics by stage]
stage / cell area (um2) / std cells / hold WS, ns
after floorplan: 1920 / 168 / 0.310
after global placement: 2180 / 240 / 0.312
after detailed placement: 2180 / 240 / 0.314
after CTS: 2280 / 248 / 0.333
after global routing: 2280 / 248 / 0.353
final: 2280 / 248 / 0.335
[path summary, 6_finish.rpt]
path / start / end / slack (ns) / cells past startpoint
min reg2reg: genblk1.u0_dff.Q / genblk1.u1_dff.Q / 0.33 / 0
min in group asynchronous: rst_n / u_sp_efm_3.sum_r[4] / 0.70 / 2
max reg2reg: u_sp_efm_3.sum_r[9] / u_ncl.u2_dff.Q[3] / 0.75 / 10
min: genblk1.u0_dff.Q / genblk1.u1_dff.Q / 0.33 / 0
max: u_sp_efm_3.sum_r[9] / u_ncl.u2_dff.Q[3] / 0.75 / 10
max in group asynchronous: rst_n / u_sp_efm_2.sum_r[9] / 2.15 / 2
[sequential cells by signal, summed over array words and instances (netlist names)]
signal / flops
genblk1.u0_dff.Q: 1
genblk1.u1_dff.Q: 1
genblk1.u2_dff.Q: 1
u_ncl.u0_dff.Q: 1
u_ncl.u1_dff.Q: 3
u_ncl.u2_dff.Q: 4
u_sp_efm_1.sum_r: 6
u_sp_efm_2.sum_r: 10
u_sp_efm_3.sum_r: 10
[area by class of cell]
class / instances / area [um2]
sequential: 37 / 871
clock buffer: 6 / 82.6
tap: 52 / 65.1
multi-input combinational: 116 / 992
fill: 361 / 2200
clock inverter: 2 / 13.8
inverter: 15 / 56.3
timing repair buffer: 20 / 198
