===== ./run.sh =====
#!/bin/bash
# OpenROAD 26Q1-2900-gdf79404cd8, Yosys 0.63+post, stock flow scripts
make -C /OpenROAD-flow-scripts/flow DESIGN_CONFIG=/design/flow/config.mk WORK_HOME=/design/flow/orfs finish

===== ./config.mk =====
export PLATFORM = sky130hd
export DESIGN_NAME = hk_mash111
export DESIGN_NICKNAME = hk_mash111
export VERILOG_FILES = /design/flow/design.v
export SDC_FILE = /design/flow/constraint.sdc
export NUM_CORES = 4
export LEC_CHECK = 1
export CORE_UTILIZATION = 30

===== ./constraint.sdc =====
current_design hk_mash111

set clk_period 3.9
set clk_io_pct 0.2

create_clock -name clk0 -period $clk_period [get_ports {clk}]

set non_clock_inputs [all_inputs -no_clocks]
set_input_delay [expr $clk_period * $clk_io_pct] -clock clk0 $non_clock_inputs
set_output_delay [expr $clk_period * $clk_io_pct] -clock clk0 [all_outputs]

===== ./design.v =====
`timescale  1ns / 1ps
module dff #(
    parameter WIDTH = 1,
    parameter WITH_RST = 0,
    parameter RST_VALUE = 0
) (
    input clk,
    input rst_n,
    input [WIDTH-1:0] D,
    output reg [WIDTH-1:0] Q=0,
    output [WIDTH-1:0] Qn
);
    generate
        if (WITH_RST) begin 
            always @(posedge clk or negedge rst_n) begin
                if (!rst_n) begin
                    Q <= {WIDTH{RST_VALUE[0]}};
                end else begin
                    Q <= D;
                end
            end
        end else begin
            always @(posedge clk) begin
                Q <= D;
            end
        end
    endgenerate
    assign Qn = ~Q;
endmodule
`timescale  1ns / 1ps
module hk_efm #(
    parameter WIDTH = 24,   
    parameter A_GAIN = 1,    
    parameter OUT_REG = 0  
) (
    input clk,              
    input rst_n,            
    input [WIDTH-1:0] x_i,  
    output y_o,             
    output [WIDTH-1:0] e_o  
);
    wire [WIDTH:0] sum;
    reg [WIDTH:0] sum_r;
    assign sum = x_i + sum_r[WIDTH-1:0] + {A_GAIN{sum_r[WIDTH]}};
    always @(posedge clk or negedge rst_n) begin
        if (!rst_n) begin
            sum_r <= 'b0;
        end else begin
            sum_r <= sum;
        end
    end
    assign y_o = sum_r[WIDTH];
    generate
        if (OUT_REG) begin
            assign e_o = sum_r[WIDTH-1:0];
        end else begin
            assign e_o = sum[WIDTH-1:0];
        end
    endgenerate
endmodule
`timescale  1ns / 1ps
module hk_mash111 #(
    parameter WIDTH = 9,   
    parameter A_GAIN = 2,   
    parameter OUT_REG = 1   
) (
    input clk,              
    input rst_n,            
    input [WIDTH-1:0] x_i,  
    output [3:0] y_o,       
    output [WIDTH-1:0] e_o  
);
    wire [WIDTH-1:0] x_i_1;
    wire [WIDTH-1:0] e_o_1;
    wire y_o_1;
    wire [WIDTH-1:0] x_i_2;
    wire [WIDTH-1:0] e_o_2;
    wire y_o_2;
    wire [WIDTH-1:0] x_i_3;
    wire [WIDTH-1:0] e_o_3;
    wire y_o_3;
    wire y1_i;
    wire y2_i;
    wire y3_i;
    assign x_i_1 = x_i;
    assign x_i_2 = e_o_1;
    assign x_i_3 = e_o_2;
    assign e_o = e_o_3;
    hk_efm #(
        .WIDTH ( WIDTH ),
        .A_GAIN( A_GAIN ),
        .OUT_REG ( OUT_REG ))
    u_hk_efm_1 (
        .clk                     ( clk     ),
        .rst_n                   ( rst_n   ),
        .x_i                     ( x_i_1   ),
        .y_o                     ( y_o_1   ),
        .e_o                     ( e_o_1   )
    );
    hk_efm #(
        .WIDTH ( WIDTH ),
        .A_GAIN( A_GAIN ),
        .OUT_REG ( OUT_REG ))
    u_hk_efm_2 (
        .clk                     ( clk     ),
        .rst_n                   ( rst_n   ),
        .x_i                     ( x_i_2   ),
        .y_o                     ( y_o_2   ),
        .e_o                     ( e_o_2   )
    );
    hk_efm #(
        .WIDTH ( WIDTH ),
        .A_GAIN( A_GAIN ),
        .OUT_REG ( OUT_REG ))
    u_hk_efm_3 (
        .clk                     ( clk     ),
        .rst_n                   ( rst_n   ),
        .x_i                     ( x_i_3   ),
        .y_o                     ( y_o_3   ),
        .e_o                     ( e_o_3   )
    );
    ncl #(
        .OUT_REG ( 1 ))
    u_ncl (
        .clk                     ( clk     ),
        .rst_n                   ( rst_n   ),
        .y1_i                    ( y1_i    ),
        .y2_i                    ( y2_i    ),
        .y3_i                    ( y3_i    ),
        .y_o                     ( y_o     )
    );
    generate
        if (OUT_REG) begin
            wire y1_reg_0;
            wire y1_reg_1;
            wire y2_reg_0;
            dff #(
                .WIDTH     ( 1 ),
                .WITH_RST  ( 0 ),
                .RST_VALUE ( 0 ))
            u0_dff (
                .clk                     ( clk    ),
                .rst_n                   ( rst_n  ),
                .D                       ( y_o_1   ),
                .Q                       ( y1_reg_0 )
            );
            dff #(
                .WIDTH     ( 1 ),
                .WITH_RST  ( 0 ),
                .RST_VALUE ( 0 ))
            u1_dff (
                .clk                     ( clk    ),
                .rst_n                   ( rst_n  ),
                .D                       ( y1_reg_0   ),
                .Q                       ( y1_reg_1 )
            );
            dff #(
                .WIDTH     ( 1 ),
                .WITH_RST  ( 0 ),
                .RST_VALUE ( 0 ))
            u2_dff (
                .clk                     ( clk    ),
                .rst_n                   ( rst_n  ),
                .D                       ( y_o_2   ),
                .Q                       ( y2_reg_0 )
            );
            assign y1_i = y1_reg_1;
            assign y2_i = y2_reg_0;
            assign y3_i = y_o_3;
        end else begin
            assign y1_i = y_o_1;
            assign y2_i = y_o_2;
            assign y3_i = y_o_3;
        end
    endgenerate
endmodule
`timescale  1ns / 1ps
module ncl #(
    parameter OUT_REG = 1  
)(
    input clk,              
    input rst_n,            
    input y1_i,
    input y2_i,
    input y3_i,
    output [3:0] y_o
);
    wire signed [2:0] c1;
    wire signed [3:0] c2;
    wire signed [0:0] c0_reg;
    wire signed [2:0] c1_reg; 
    wire signed [3:0] c2_reg;
    assign c1 = y2_i + y3_i - c0_reg;
    assign c2 = y1_i + {c1[2], c1} - {c1_reg[2], c1_reg};  
    dff #(
        .WIDTH     ( 1 ),
        .WITH_RST  ( 0 ),
        .RST_VALUE ( 0 ))
    u0_dff (
        .clk                     ( clk    ),
        .rst_n                   ( rst_n  ),
        .D                       ( y3_i   ),
        .Q                       ( c0_reg ),
        .Qn                      (        )
    );
    dff #(
        .WIDTH     ( 3 ),
        .WITH_RST  ( 0 ),
        .RST_VALUE ( 0 ))
    u1_dff (
        .clk                     ( clk    ),
        .rst_n                   ( rst_n  ),
        .D                       ( c1     ),
        .Q                       ( c1_reg ),
        .Qn                      (        )
    );
    dff #(
        .WIDTH     ( 4 ),
        .WITH_RST  ( 0 ),
        .RST_VALUE ( 0 ))
    u2_dff (
        .clk                     ( clk    ),
        .rst_n                   ( rst_n  ),
        .D                       ( c2     ),
        .Q                       ( c2_reg ),
        .Qn                      (        )
    );
    generate
        if (OUT_REG) begin
            assign y_o = c2_reg;
        end else begin
            assign y_o = c2;
        end
    endgenerate
endmodule

==> flow_metrics.tcl <==
# yosys + openroad results
set metrics [dict create \
    grt_overflow 0 \
    grt_first_pass_wirelength_um 7510 \
    viasPerCell 4.57 \
    logic_family "adder cells" \
    hold_class "reg2reg" \
    dieArea_sq_um 9020 \
    drc 0 \
    rsz0062_at_grt "no" \
    drt-total-wl_um 4210 \
    endpoint_kind "flip-flop" \
    clk_pin_slew_ns 0.08 \
    tightest_slew_ns 0.394 \
    warning_count 25 \
    grt_pass1_vias 1730 \
    timing.fmax_ghz 0.344 \
    aoi_share 0.109 \
    ys_types 31 \
    simple_gate_share 0.0589 \
    drt_iter0_markers 45 \
    clk_path_buf_depth 2 \
    timing.rr.start "u_hk_efm_1.sum_r[1]" \
    postSynthCellCount 226 \
    holdBufCountCts 0 \
    final.setup.tns_ns 0 \
    fa_ha_area_frac 0.338 \
    grt_usage 0.109 \
    numCtsBuffers 5 \
    grt_max_degree 31 \
    ys_warn_count 4 \
    htree_levels 2 \
    reg2reg_slack_ns 1.39 \
    cts_setup_buffers 0 \
    die_x_um 95.0 \
    dpl.cell_count 355 \
    io_buffers 23 \
    crit_type "in2reg" \
    fin_crit_sh 0.745 \
    startpoint_type "input port" \
    hpwl_um 3430 \
    fp_util 0.312 \
    worst_clock_skew_ns 0.00332 \
    drv_slew 0 \
    drv_cap 0 \
    cts.sinks 41 \
    fillers 805 \
    required_ns 4.07 \
    logic_area_sq_um 1530 \
    antenna_found_initial 0 \
    dr.pass1.iters 4 \
    ys_sh_mux 0.0193 \
    clkLatencyLatePin_ns 0.29 \
    hold_start "genblk1.u0_dff.Q" \
    drive_above_1_share 0.0426 \
    die_height_um 95.0 \
    cts_resized 0 \
    synthXorXnorAreaFrac 0.0642 \
    core_sq_um 8300 \
    finalCriticalPeriod_ns 2.91 \
    critPathArrivalTime_ns 3.08 \
    vias 1658 \
    cts-root-buf "clkbuf_8" \
    cts_tree "done" \
    setup_viol 0 \
    final_cells 363 \
    seq_area_sq_um 971 \
    place_congestion 0.810 \
    syn_to_final_growth_pct 18.7 \
    critical_path.max_fanout 3 \
    ys_seq_frac 0.375 \
    slew_headroom 0.737 \
    timing.rr.end "u_hk_efm_2.sum_r[9]" \
    wire_per_inst_um 11.6 \
    status "finished, final reports clean" \
    antenna_cells 0 \
    hold_depth 0 \
    ioPinCount 24 \
    rr_worst_depth 7 \
    final_hold_viol_count 0 \
    ant_nets 0 \
    syn_area_per_cell_sq_um 11.5 \
    yosysCellCount 226 \
    yosys_area_sq_um 2590 \
    rows 33 \
    synth_area_sq_um 2590 \
    hold_path_end "genblk1.u1_dff.Q" \
    numSynthFlops 41 \
]
-- worst max-delay path: stages --
cell and delay, ns:
clkdlybuf4s50_1 0.43, fa_1 0.48, ha_1 0.25, fa_1 0.40, a21o_1 0.17, a21oi_1 0.27
o31ai_1 0.13, xor2_1 0.15
-- cell usage in the layout, fill, tap and decap left out, types with 4 or more instances in the layout --
| cell | n |
|---|---|
| a21o_1 | 7 |
| a21oi_1 | 14 |
| clkbuf_8 | 6 |
| clkdlybuf4s50_1 | 23 |
| dfrtp_1 | 30 |
| dfxtp_1 | 11 |
| fa_1 | 10 |
| ha_1 | 54 |
| inv_1 | 25 |
| mux2i_1 | 5 |
| nand2_1 | 12 |
| nand3_1 | 4 |
| nor3_1 | 5 |
| o21ai_1 | 4 |
| xnor2_1 | 8 |
| xor2_1 | 11 |
-- cell type report --
type,count,share of cell area
Tap cell,105,0.0427
Clock inverter,1,0.00976
Clock buffer,7,0.0280
Inverter,25,0.0305
Multi-Input combinational cell,160,0.496
Timing Repair Buffer,24,0.0772
Sequential cell,41,0.315
-- layer usage --
| layer | share of wire | wire (um) | global-route usage |
|---|---|---|---|
| met4 | 0.015 | 62 | 0.0126 |
| met3 | 0.032 | 136 | 0.0188 |
| met1 | 0.49 | 2050 | 0.157 |
| met2 | 0.46 | 1960 | 0.179 |
| met5 | 0 | 0 | 0 |
-- logic make-up (layout without fill, tap and decap cells) --
logic type | count (synthesis) | count (layout)
flops | 41 | 41
xor+xnor | 19 | 19
compound gates | 42 | 42
simple gates | 30 | 30
buf+inv | 25 | 57
fa+ha+maj | 64 | 64
mux | 5 | 5
-- Yosys cell counts --
| cell type | instances | share of area |
|---|---|---|
| ha_1 | 54 | 0.26 |
| dfrtp_1 | 30 | 0.29 |
| inv_1 | 25 | 0.036 |
| a21oi_1 | 14 | 0.027 |
| nand2_1 | 12 | 0.017 |
| dfxtp_1 | 11 | 0.085 |
| xor2_1 | 11 | 0.037 |
| fa_1 | 10 | 0.077 |
| xnor2_1 | 8 | 0.027 |
| a21o_1 | 7 | 0.020 |
| mux2i_1 | 5 | 0.019 |
| nor3_1 | 5 | 0.0097 |
| nand3_1 | 4 | 0.0077 |
| o21ai_1 | 4 | 0.0077 |
| a211oi_1 | 2 | 0.0058 |
| a221oi_1 | 2 | 0.0068 |
| and4b_1 | 2 | 0.0077 |
| nor2_1 | 2 | 0.0029 |
| nor2b_1 | 2 | 0.0048 |
| o21a_1 | 2 | 0.0058 |
| o21ai_0 | 2 | 0.0039 |
| o21bai_1 | 2 | 0.0058 |
| o31ai_1 | 2 | 0.0058 |
| a21boi_1 | 1 | 0.0029 |
| a21boi_2 | 1 | 0.0043 |
| a21oi_2 | 1 | 0.0034 |
| a221oi_2 | 1 | 0.0058 |
| a311o_1 | 1 | 0.0039 |
| and2b_1 | 1 | 0.0029 |
| and3_1 | 1 | 0.0024 |
| nor4b_1 | 1 | 0.0034 |
-- registers in the layout (all words and copies together) (netlist names) --
name and count:
genblk1.u0_dff.Q 1, genblk1.u1_dff.Q 1, genblk1.u2_dff.Q 1, u_hk_efm_1.sum_r 10, u_hk_efm_2.sum_r 10, u_hk_efm_3.sum_r 10, u_ncl.u0_dff.Q 1, u_ncl.u1_dff.Q 3
u_ncl.u2_dff.Q 4
-- stage by stage --
stage,setup WS [ns],instance area (sq um),hold slack (ns),utilization
4_1_cts,0.990,3080,0.331,0.371
5_1_grt,0.857,3080,0.342,0.371
2_1_floorplan,1.24,2590,0.310,-
3_5_place_dp,0.676,2960,0.312,0.357
3_3_place_gp,0.699,2960,0.313,0.357
6_report,0.993,3080,0.332,0.371
-- worst max-delay path by stage --
| stage | startpoint | to | slack (ns) | cells after the start |
|---|---|---|---|---|
| finish | x_i[1] | u_hk_efm_1.sum_r[9] | 0.99 | 8 |
| global route | x_i[1] | u_hk_efm_1.sum_r[9] | 0.86 | 8 |
| CTS | x_i[1] | u_hk_efm_1.sum_r[9] | 0.99 | 8 |
