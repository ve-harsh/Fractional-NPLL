### flow/constraint.sdc
current_design uniform_spread_generator

set clk_period 2.2
set clk_io_pct 0.2

create_clock -name clk0 -period $clk_period [get_ports {clk}]

set non_clock_inputs [all_inputs -no_clocks]
set_input_delay [expr $clk_period * $clk_io_pct] -clock clk0 $non_clock_inputs
set_output_delay [expr $clk_period * $clk_io_pct] -clock clk0 [all_outputs]
### flow/run.sh
#!/bin/bash
# OpenROAD 26Q1-2900-gdf79404cd8, Yosys 0.63+post, stock flow scripts
make -C /OpenROAD-flow-scripts/flow DESIGN_CONFIG=/design/flow/config.mk WORK_HOME=/design/flow/orfs finish
### flow/design.v
module uniform_spread_generator (
    input clk,
    input rst,
    input [3:0] x,      
    input [3:0] total,  
    output reg seq_out
);
    reg [7:0] acc = 0;
    reg [7:0] count = 0;
    always @(posedge clk) begin
        if (rst) begin
            acc <= 0;
            count <= 0;
            seq_out <= 0;
        end else begin
            acc <= acc + x;
            if (acc >= total) begin
                acc <= acc - total;
                seq_out <= 1;
            end else begin
                seq_out <= 0;
            end
            count <= count + 1;
        end
    end
endmodule
### flow/config.mk
export PLATFORM = sky130hd
export DESIGN_NAME = uniform_spread_generator
export DESIGN_NICKNAME = uniform_spread_generator
export VERILOG_FILES = /design/flow/design.v
export SDC_FILE = /design/flow/constraint.sdc
export NUM_CORES = 4
export LEC_CHECK = 1
export CORE_AREA = 10 10 85 85
export DIE_AREA = 0 0 95 95
==> deck_impl_summary.md <==
Physical Implementation Snapshot

Run status
  • Result of the run: finished clean

Die
  • Number of top-level pins: 11
  • Chip height: 95 um
  • Effective utilization at floorplan: 0.132
  • Chip footprint: 9030 um^2
  • Placeable Area: 5470 um^2
  • Site row count: 27
  • Chip Width: roughly 95 um

GRT
  • Largest net degree at the start of global routing: 13
  • Total routing usage reported by global routing: 0.0378
  • Antenna violations before repair: 0
  • Global-route wire length before repair: 2770 um
  • Number of global-route vias before repair: 612
  • Global route total overflow: 0

Synth
  • Chip area in the Yosys report: 722 um^2
  • Most common reg cell: sky130_fd_sc_hd__dfxtp_1
  • Top-area cell type share of the netlist area: 0.250
  • Top cells by area in the synthesized netlist: sky130_fd_sc_hd__dfxtp_1 (25%), sky130_fd_sc_hd__ha_1 (14%), sky130_fd_sc_hd__mux2_1 (6.2%)
  • Syn avg cell area: 8.59 um^2
  • Tally of yosys warning messages: 1
  • Tally of unique sky130hd cells used after synthesis: 28
  • Leading cell types by count after synthesis: sky130_fd_sc_hd__dfxtp_1 (9), sky130_fd_sc_hd__inv_1 (9), sky130_fd_sc_hd__ha_1 (8), sky130_fd_sc_hd__nor2_1 (8), sky130_fd_sc_hd__a21oi_1 (7)
  • Number of enable flip-flop cells: 0
  • Flops after synth: 9
  • Instance count of the mapped netlist: between 80 and 90
  • Area leader, netlist: sky130_fd_sc_hd__dfxtp_1
  • Sequential share of the synthesized area: 0.250
  • Number of standard cells reported by yosys: 84
  • Synthesized cell area: 722 um^2
  • Async SR Flop Fraction: 0

Worst setup path
  • R2R depth: 7
  • R2r startpoint: acc[0]$_SDFF_PP0_
  • Worst reg2reg path endpoint: acc[5]$_SDFF_PP0_
  • Worst Setup EP: acc[5]$_SDFF_PP0_
  • Reg2reg setup slack: 0.23 ns
  • Biggest fanout along the worst timing path: 3
  • CP Class: primary input to flop
  • Critical Path RT: roughly 2.3 ns
  • Arrival time of the worst setup path: 2.26 ns
  • Critical Path Source: total[1]
  • Critical path launch point type: primary input
  • Type of destination of the critical path: flop

Timing
  • Min cycle time layout: 2.14 ns
  • Final max-slew violation count: 0
  • Post-Route Skew: between 0.002 and 0.0025 ns
  • Pin slew with the least headroom to its limit: 0.434 ns
  • Achievable Freq: 467 MHz
  • Final hold violation count: 0
  • Setup repair after global routing missed its margin: no
  • Slew margin rel.: 0.709
  • Final count of negative-setup-slack endpoints: 0
  • Minimum hold slack: 0.559 ns
  • Crit path setup slack, layout: 0.0595 ns
  • Crit share post-route: 0.973

Placed design
  • Number of buffers added on ports: 10
  • Place WS: -0.342 ns
  • Detailed placer's ending HPWL: roughly 1400 um
  • Area of placed instances: 950 um^2
  • RD Place Congestion: around 0.84

CTS
  • Clock transition at the registers of the reported paths: 0.04 ns
  • Number of H-tree levels: 1
  • Source-to-sink clock delay at the later pin of the worst-skew pair: 0.23 ns
  • Number of buffers on the longest clock path: 2
  • Library cell used as clock root buffer: sky130_fd_sc_hd__clkbuf_8
  • Number of post-CTS setup repair buffers: 0
  • CTS tree: built
  • Cts bufs inserted: 3
  • Number of sinks on the clock net: 9
  • Total of hold buffers inserted after clock tree synthesis: 0

Final layout
  • Fraction of layout cells with a size suffix above 1: 0.223
  • Post-Route Utilization: 0.193
  • Final Instance Area: around 1100 um^2
  • Synth-to-Final Area Change: 46.1%
  • Total of fill cells in the finished design: 614

Drt
  • Wire length after detailed routing: 1720 um
  • Detailed router's first-iteration violation count: between 50 and 60
  • Number of detailed-routing iterations run before antenna repair: 4
  • Final antenna diode count: 0
  • Number of vias per cell: approximately 3.7
  • Number of nets still failing antenna checks after routing: 0
  • Detailed-route wire length per cell: 9.85 um
  • Vias after detailed routing: 648
  • DRC violations left: 0

Hold path
  • Worst min-delay path category: flop to flop
  • Hold Path Depth: 2

Run
  • Number of logged tool warnings: 25
  • Max-cap violation count: 0

Power
  • Peak VDD IR: roughly 0.35 mV
  • Static power due to leakage: 0.416 nW
  • Power per Cell Area: 1300 nW/um^2
per-stage QoR:
step	TNS (ns)	instances	power, mW
4_1_cts	0	175	1.31
6_report	0	175	1.38
3_3_place_gp	-2.32	171	1.08
2_1_floorplan	0	84	0.883
3_5_place_dp	-2.27	171	1.08
5_1_grt	0	175	1.51
registers in the layout, indices dropped and copies added, names as in the netlist:
register  cells
seq_out       1
acc           8
cell families (layout without fill, tap and decap cells):
kind of cell,after synthesis,count (layout),synth area share
AOI/OAI and AO/OA,21,21,0.203
xor gates and xnor gates,2,2,0.0243
buffers and inverters,11,30,0.0676
DFF,9,9,0.250
and+or+nand+nor,27,27,0.199
muxes,4,4,0.0624
adders and majority gates,10,10,0.194
cell type report:
class	count	area, um^2	area share
inverter	9	33.8	0.0320
multi-input combinational	64	551	0.522
tap	72	90.1	0.0854
timing repair buffer	17	155	0.147
sequential	9	180	0.171
clock buffer	4	45.0	0.0427
report_power, final:
part | switching (mW) | leakage [nW] | internal (mW) | total, mW
sequential | 0.0673 | 0.0749 | 0.241 | 0.309
combinational | 0.402 | 0.318 | 0.477 | 0.879
clock | 0.0618 | 0.0228 | 0.126 | 0.188
how the worst min path moves through the flow:
stage | startpoint | end
4_1_cts | acc[7]$_SDFF_PP0_ | acc[7]$_SDFF_PP0_
5_1_grt | acc[7]$_SDFF_PP0_ | acc[7]$_SDFF_PP0_
6_report | acc[7]$_SDFF_PP0_ | acc[7]$_SDFF_PP0_
cells in the final DEF, fill, tap and decap left out, types with 4 or more instances in the layout:
master                            count
sky130_fd_sc_hd__dfxtp_1              9
sky130_fd_sc_hd__buf_4                7
sky130_fd_sc_hd__nor2_1               8
sky130_fd_sc_hd__nor2b_1              5
sky130_fd_sc_hd__o21ai_0              5
sky130_fd_sc_hd__ha_1                 4
sky130_fd_sc_hd__clkdlybuf4s50_1      9
sky130_fd_sc_hd__a21oi_1              6
sky130_fd_sc_hd__inv_1                9
per-layer routing:
layer  vias up  global-route usage  share of wire
met1       297              0.0516           0.50
met2        10              0.0566           0.44
met5         -                   0              0
met3         2              0.0120          0.040
met4         0             0.00998          0.017
li1        339                   -              -
critical path: stages:
cell                              delay [ns]
sky130_fd_sc_hd__clkdlybuf4s50_1        0.50
sky130_fd_sc_hd__inv_1                  0.05
sky130_fd_sc_hd__ha_1                   0.31
sky130_fd_sc_hd__nand2b_1               0.12
sky130_fd_sc_hd__a21oi_1                0.15
sky130_fd_sc_hd__a2111oi_4              0.36
sky130_fd_sc_hd__mux2_4                 0.32
repair_timing:
item | 4_1_cts | 5_1_grt
resized | 5 | 11
setup endpoints to repair | 7 | 4
pin swaps | 0 | 5
No activity file was given, so power comes from the tool's default toggle rates.
